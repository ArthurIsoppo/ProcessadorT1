<file path="./config.mk">
export PLATFORM = sky130hd
export DESIGN_NAME = mul
export DESIGN_NICKNAME = mul
export VERILOG_FILES = /design/flow/design.v
export SDC_FILE = /design/flow/constraint.sdc
export NUM_CORES = 4
export LEC_CHECK = 1
export CORE_UTILIZATION = 30
</file>
<file path="./constraint.sdc">
current_design mul

set clk_period 16.9
set clk_io_pct 0.2

create_clock -name clk0 -period $clk_period [get_ports {clock}]

set non_clock_inputs [all_inputs -no_clocks]
set_input_delay [expr $clk_period * $clk_io_pct] -clock clk0 $non_clock_inputs
set_output_delay [expr $clk_period * $clk_io_pct] -clock clk0 [all_outputs]
</file>
<file path="./design.v">
interface IF_SPI(
    input logic clock,
    input logic reset
);
logic sclk;
logic miso;
logic mosi;
logic nss;
modport MASTER (
    input miso,
    output sclk,
    output mosi,
    output nss
);
modport SLAVE (
    input sclk,
    input mosi,
    input nss,
    output miso
);
endinterface
module mul (
    input logic clock,
    input logic reset,
    input  logic nss,
    input  logic sclk,
    input  logic mosi,
    output logic miso
);
    typedef enum logic [2:0] { 
        IDLE     = 3'b001,
        RECEIVE  = 3'b010,
        THINK    = 3'b011,
        WAIT     = 3'b100,
        SEND     = 3'b101
    } alu_state_t;
    alu_state_t state, next_state; 
    logic [2:0]  opcode;
    logic [31:0] opa;
    logic [31:0] opb;
    logic [31:0] res;
    logic [66:0] buffer;
    logic [6:0]  counter;
    always_ff @(posedge clock or negedge reset) begin
        if (!reset) state <= IDLE;
        else        state <= next_state;
    end
    always_ff @(posedge clock or negedge reset) begin
        if (!reset) begin
            next_state <= IDLE;
            counter <= 0;
            miso <= 1'b0;
            buffer <= 0;
            res <= 0;
        end else begin
            unique case (state)
                IDLE: begin
                    counter <= 0;
                    if(~nss) begin
                        next_state <= RECEIVE;
                    end else begin
                        next_state <= IDLE;
                    end
                end
                RECEIVE: begin
                    buffer[66 - counter] <= mosi;
                    counter <= counter + 1;
                    if (counter == 67) begin
                        next_state <= THINK;
                    end else begin
                        next_state <= RECEIVE;
                    end
                end
                THINK: begin
                        opa <= buffer[63:32];
                        opb <= buffer[31:0];
                        res <= opa * opb;
                        counter <= 0;
                        next_state <= WAIT;
                    end
                WAIT: begin
                    if (~nss) begin
                        next_state <= SEND;
                    end else begin
                        next_state <= WAIT;
                    end
                end
                SEND: begin
                    miso <= res[31 - counter];
                    counter <= counter + 1;
                    if (counter == 32) begin
                        next_state <= IDLE;
                    end else begin
                        next_state <= SEND;
                    end
                end
            endcase
        end
    end
endmodule
</file>
<file path="./run.sh">
#!/bin/bash
# OpenROAD 26Q1-2900-gdf79404cd8, Yosys 0.63+post, stock flow scripts
make -C /OpenROAD-flow-scripts/flow DESIGN_CONFIG=/design/flow/config.mk WORK_HOME=/design/flow/orfs finish
</file>
==> results.txt <==
This note records the results obtained with Yosys and OpenROAD.

Yosys
The leading cell type by number of instances after synthesis is sky130_fd_sc_hd__inv_1. By area the synthesized netlist is led by sky130_fd_sc_hd__fa_1, sky130_fd_sc_hd__dfrtp_1, sky130_fd_sc_hd__inv_1. Summing the areas of all fa, ha and maj instances in the mapped netlist gives 41.65% of the synthesized area.

After synthesis, flip-flops and latches occupy 19.74% of the total area. The synthesized design spends more area on one cell type than any other, namely sky130_fd_sc_hd__fa_1. The post-synthesis cell count is 2488. The number of enable-type register cells in the synthesized netlist is 64. The proportion of synthesized area in mux cells is 4.341%. Counting flops and latches in the post-synthesis netlist gives 174.

After synthesis, the share of flip-flops with an asynchronous set or reset is 63.22%. The post-synth design cell area is 23690 um2. After synthesis, the design contains 2488 cells according to Yosys. The post-synth area from yosys stat is 23690 um2. The count of synthesis-stage warnings from yosys is 1. The compound-gate portion of the synthesized area is 4.251%. The dominant kind of combinational cell is adder cells.

The most used flip-flop cell is sky130_fd_sc_hd__dfrtp_1. The average instance in the mapped netlist occupies 9.523 um2. For reference, XOR and XNOR gates occupy 3.274% of the area reported after synthesis. Yosys reports that the most numerous cell types are sky130_fd_sc_hd__inv_1, sky130_fd_sc_hd__nand2_1, sky130_fd_sc_hd__fa_1. The cell-mix breakdown from Yosys lists the simple-gate area share as 16.38%. The number of unique standard cell types used by synthesis is 74. The portion of synthesized cell area occupied by the leading cell type is 34.47%.

Run
The count of tool warnings is 29. The run reported a max-capacitance violation count of 0.

Critical path
The cell occurring most often along the worst timing path is sky130_fd_sc_hd__fa_1. The worst setup path is launched from a register. Listed in order, past its start point the critical path passes buf_4 > nand2_1 > fa_1 > inv_1 > fa_1 > fa_1 > inv_1 > fa_1 > fa_1 > inv_1 > fa_1 > fa_1 > inv_1 > fa_1 > inv_1 > ha_1 > nand3_1 > nor3_1 > nand2_1 > a211oi_1 > o41ai_1 > o2111ai_1 > xnor2_1 > o21ai_0. The worst setup path is of the reg2reg kind. The nature of the critical path endpoint is a register. STA puts the critical path data arrival time at 8.04 ns. Of all nets on the critical path, the largest fanout is 15. The data required time at the worst endpoint is 17.19 ns. The delay of the slowest cell on the worst path is 0.90 ns. The worst register-to-register path depth is 24. The cell with the biggest individual delay on the critical path is sky130_fd_sc_hd__edfxtp_1.

Place
The placed instances occupy a cell area of 24850 um2. Before CTS, the worst setup slack after placement is 9.106 ns. Once detailed placement completed, the half-perimeter wirelength came to 40750 um. At the end of routability-driven placement, the weighted congestion stood at 0.8681. In this run, placement finished with an instance count of 3448.

In this run the tool buffered the top-level ports with 4 buffer cells.

Pwr
The largest voltage drop on the vdd net is 120.2 uV. In this run, the combinational gates consume 65.6% of the power. The internal power is 1.577 mW. The portion of total power attributed to sequential cells is 21.7%. The clock power share is 12.7%. The total leakage power is 12.11 nW. The switching power total is 1.414 mW. The switching portion of total power is 47.28%.

The total chip power is 2.991 mW. In this run the power density over the cells is 117.7 nW/um2.

GRT
The first-pass GRT wire length is 90820 um. Entering global routing, the biggest net connects 68 pins. The overall fraction of global-route tracks in use is 15.10%. The via count of the first global-routing pass is 16630. Summed over all layers, the global routing overflow is 0. The initial antenna violation count was 1.

Die
Measured along the y axis, the die boundary spans 283.0 um. The share of the core area taken by cells at floorplan is 30.44%. The top-level port count is 6. The die is 283.0 um wide.

In this run the standard cell core region covers 77850 um2. The chip occupies 80110 um2. According to the floorplan log, the row count is 102.

Route
The number of DRC violations after detailed routing is 0. The count of vias placed by the detailed router is 15830. In the routed layout, each cell is associated on average with a via count of 4.549. Nets still carrying antenna violations after routing amount to 0.

The DRC marker count from the first detailed-route iteration is 759. Summed over all layers, the routed wires come to 54720 um. The number of detailed-routing iterations run before antenna repair is 5. The antenna diode count is 0. The average detailed-routed wire length per instance is 15.72 um.

Final timing
The final timing report lists a max-slew violation count of 0. The final timing summary puts the cycle share of the worst path at 45.86%. The post-route clock skew is 0.01194 ns. On the final layout, the worst hold slack is 0.3931 ns.

The count of final hold-check violations is 0. The slew check shows that the tightest pin keeps a relative margin of 43.83%. Timing would allow up to 129.0 MHz. The final setup violation count is 0. For the finished layout, the period the worst path requires is 7.751 ns. The transition time recorded at the tightest slew-check pin is 0.8375 ns. Setup repair after global routing left no endpoint under its margin. After layout, the worst setup slack is 9.149 ns. The setup TNS is 0 ns.

Status
The flow ran to the end, and the final reports show no timing, DRC or antenna violations.

Clock tree
The buffer type at the clock tree root is sky130_fd_sc_hd__clkbuf_16. The hold buffer count at CTS is 0. The maximum clock insertion buffer count is 2.

The count of instances resized after the clock tree is built is 0. On the worst setup and hold paths after CTS, the clock-pin slew comes to 0.07 ns. The clock tree has to reach 174 sinks. The H-tree depth reported by CTS is 4. Post-CTS timing repair inserted 0 buffers for setup.

The TritonCTS clock tree is built. The number of buffers inserted during clock tree synthesis is 17. The insertion delay of the later-clocked pin in the worst-skew pair is 0.43 ns.

Layout
The tally of filler cells in the layout is 7963. The layout overhead on the synthesized area is 7.261%. The share of the core filled with cells is 32.65%. The layout cell share with drive strength beyond 1 is 6.844%. The area of the multi-input gates is 16560 um2. Excluding fillers, the count of instances in the completed layout stands at 3480. The sequential cell area is 4677 um2. The final cell area excluding filler cells is 25410 um2.

Min path
The type recorded for the worst min-delay path is reg2reg. The hold-critical path depth is 0.
-- state kept, by name, summed over array words and instances (netlist names) --
register    cells
opa            32
buffer         64
state           3
opb            32
miso            1
counter         7
res            32
next_state      3
-- per-layer routing --
layer  track usage (%)  part of all wire, %  vias to the layer above  routed length, um
met4             3.043                  2.6                        0               1444
met5                 0                    0                        -                  0
li1                  -                    -                     7421                  -
met1             20.77                   42                     7874              22750
met3             5.711                  8.7                       68               4776
met2             23.47                   47                      469              25740
-- kinds of logic after synthesis --
| group | after synthesis |
|---|---|
| multiplexers | 78 |
| AND/OR/NAND/NOR | 808 |
| adder cells (fa/ha/maj) | 544 |
| XOR/XNOR | 87 |
| AND-OR/OR-AND | 152 |
| flip-flops | 174 |
| buffers and inverters | 645 |
-- worst paths after layout --
path,endpoint,from,slack [ns]
setup / recovery,res[31]$_DFFE_PN0N_,opa[8]$_DFFE_PP_,9.15
hold / removal,state[0]$_DFF_PN1_,next_state[0]$_DFFE_PN1P_,0.39
setup reg to reg,res[31]$_DFFE_PN0N_,opa[8]$_DFFE_PP_,9.15
hold reg to reg,state[0]$_DFF_PN1_,next_state[0]$_DFFE_PN1P_,0.39
max in group asynchronous,buffer[57]$_DFFE_PN0N_,reset,13.10
min in group asynchronous,buffer[24]$_DFFE_PN0N_,reset,2.81
-- critical path, delay by kind of cell, from the launching register on --
family                   cells  cell delay, ns
AND-OR/OR-AND                4            0.93
adder cells (fa/ha/maj)      9            4.35
flip-flops                   1            0.90
XOR/XNOR                     1            0.16
AND/OR/NAND/NOR              4            0.67
buffers and inverters        6            0.60
-- power by group through the flow --
stage     Clock [mW]  Sequential, mW  Combinational, mW
4_1_cts        0.388           0.650               1.99
5_1_grt        0.404           0.665               2.24
6_report       0.379           0.649               1.96
-- area by class of cell --
class	count	area share (%)
Clock inverter	15	0.5612
Timing Repair Buffer	48	1.428
Multi-Input combinational cell	1669	65.18
Inverter	517	7.636
Clock buffer	17	1.674
Tap cell	1040	5.120
Sequential cell	174	18.40
-- layout by cell type (no fill, tap or decap), drive strengths merged, types with 9 or more instances in the layout --
| cell | n |
|---|---|
| dfrtp | 108 |
| a21oi | 39 |
| a211oi | 15 |
| ha | 136 |
| nand3 | 40 |
| fa | 408 |
| and2 | 192 |
| and3 | 9 |
| nor3 | 23 |
| mux4 | 10 |
| nand2 | 428 |
| edfxtp | 64 |
| nor2 | 57 |
| o21ai | 42 |
| buf | 46 |
| nand4 | 12 |
| mux2 | 65 |
| xnor2 | 68 |
| clkbuf | 17 |
| inv | 528 |
| xor2 | 18 |
Power figures rest on the tool's default switching activity, not on a simulated workload.
