### ./config.mk
export PLATFORM = sky130hd
export DESIGN_NAME = alu
export DESIGN_NICKNAME = alu
export VERILOG_FILES = /design/flow/design.v
export SDC_FILE = /design/flow/constraint.sdc
export NUM_CORES = 4
export LEC_CHECK = 1
export CORE_UTILIZATION = 30
### ./constraint.sdc
current_design alu

set clk_period 14.2
set clk_io_pct 0.2

create_clock -name clk0 -period $clk_period [get_ports {clock}]

set non_clock_inputs [all_inputs -no_clocks]
set_input_delay [expr $clk_period * $clk_io_pct] -clock clk0 $non_clock_inputs
set_output_delay [expr $clk_period * $clk_io_pct] -clock clk0 [all_outputs]
### ./design.v
interface IF_SPI(
    input logic clock,
    input logic reset
);
logic sclk;
logic miso;
logic mosi;
logic nss;
modport MASTER (
    input miso,
    output sclk,
    output mosi,
    output nss
);
modport SLAVE (
    input sclk,
    input mosi,
    input nss,
    output miso
);
endinterface
module alu (
    input logic clock,
    input logic reset,
    input  logic nss,
    input  logic sclk,
    input  logic mosi,
    output logic miso
);
    typedef enum logic [2:0] { 
        IDLE     = 3'b001,
        RECEIVE  = 3'b010,
        THINK    = 3'b011,
        WAIT     = 3'b100,
        SEND     = 3'b101
    } alu_state_t;
    alu_state_t state, next_state; 
    logic [2:0]  opcode;
    logic [31:0] opa;
    logic [31:0] opb;
    logic [31:0] res;
    logic [66:0] buffer;
    logic [6:0]  counter;
    always_ff @(posedge clock or negedge reset) begin
        if (!reset) state <= IDLE;
        else        state <= next_state;
    end
    always_ff @(posedge clock or negedge reset) begin
        if (!reset) begin
            next_state <= IDLE;
            counter <= 0;
            miso <= 1'b0;
            buffer <= 0;
            res <= 0;
        end else begin
            unique case (state)
                IDLE: begin
                    counter <= 0;
                    if(~nss) begin
                        next_state <= RECEIVE;
                    end else begin
                        next_state <= IDLE;
                    end
                end
                RECEIVE: begin
                    buffer[66 - counter] <= mosi;
                    counter <= counter + 1;
                    if (counter == 67) begin
                        next_state <= THINK;
                    end else begin
                        next_state <= RECEIVE;
                    end
                end
                THINK: begin
                    opcode <= buffer[66:64];
                    opa    <= buffer[63:32];
                    opb    <= buffer[31:0];
                    case (opcode)
                        3'b000: res <= opa + opb;  
                        3'b001: res <= opa & opb;  
                        3'b010: res <= opa | opb;  
                        default: res <= 32'h0;
                    endcase
                    counter <= 0;
                    next_state <= WAIT;
                end
                WAIT: begin
                    if (~nss) begin
                        next_state <= SEND;
                    end else begin
                        next_state <= WAIT;
                    end
                end
                SEND: begin
                    miso <= res[31 - counter];
                    counter <= counter + 1;
                    if (counter == 32) begin
                        next_state <= IDLE;
                    end else begin
                        next_state <= SEND;
                    end
                end
            endcase
        end
    end
endmodule
### ./run.sh
#!/bin/bash
# OpenROAD 26Q1-2900-gdf79404cd8, Yosys 0.63+post, stock flow scripts
make -C /OpenROAD-flow-scripts/flow DESIGN_CONFIG=/design/flow/config.mk WORK_HOME=/design/flow/orfs finish
==> results.toml <==
# yosys + openroad results
[power_and_ir_drop]
p_leak_nw = 4.79
vdd_drop_max_v = 0.0000750
p_per_area_nw_per_um2 = 90.6

[hold_path]
hp-class = "register to register"

[critical_path]
criticalPathCategory = "register to register"
slowest_stage = "dfrtp_1"
worstPathArrival_ns = 5.87
worstPathCellList = "inv_1 -> ha_1 -> nand3_1 -> nor4_4 -> nand4_1 -> ha_1 -> nor4b_1 -> nand4_1 -> a2111oi_0 -> buf_4 -> nand4_2 -> or3_1 -> nor2_2 -> mux2_1"
cp_max_fo = 13
cp-start-kind = "register"
worstPathRequired_ns = 14.51
worstSetupEndpointType = "register"
critPathMaxStageDelay_ns = 0.86

[placement]
hpwl_um = 16000
dp.cells = 1434
place.gp.congestion = 0.895
place_ws_ns = 8.65
placement.io_buffers = 4

[global_route]
grt_pass1_vias = 7228
grt_pass1_wl_um = 37800
grt_overflow_total = 0
grt_antenna_before_repair = 0
grt_max_degree = 68
grt_use_total_pct = 13.7

[routing]
firstDrtPassIters = 5
post_drt_wl_per_cell_um = 15.6
drt_iter0_drc = 429
via_per_inst = 4.96
n_antenna_cell = 0
vias = 7272
routed_wl_um = 22900
drc = 0
postRouteAntennaNets = 0

[clock_tree]
clk_pin_slew_ns = 0.07
cts_resized = 0
clock_latency_ns = 0.43
cts_hold_buffers = 0
h-tree-depth = 4
cts_setup_buffers = 0
cts_tree = "yes"
cts_buffers = 17
clockBufferDepth = 2
clock-sinks = 180
cts-root-buf = "clkbuf_16"

[synthesis]
yosys_area_um2 = 10500
synth-seq-cells = 180
synthTopCellsByCount = "dfrtp_1, nor2_1, inv_1, ha_1, nand2_1"
yosysTopAreaCell = "dfrtp_1"
ys_seq_share_pct = 45.9
async_reset_ff_share_pct = 62.8
syn-cell-area_um2 = 10500
syn_inst = 1002
most_common_cell = "dfrtp_1"
ff_type = "dfrtp_1"
syn_area_per_cell_um2 = 10.5
yosys-top-cells-area = "dfrtp_1, edfxtp_1, ha_1"
synth_warnings = 1
edf_count = 67
ys_types = 73
synth_top_area_share_pct = 26.4
yosys-stat-cells = 1002

[timing]
final-hold-violation-count = 0
rsz0062_at_grt = "false"
fin_ws_ns = 8.64
setup_viol = 0
drv_slew = 0
relSlewSlack_pct = 44.8
max_slew.worst_pin.slew_ns = 0.829
min_period_ns = 5.56
finalCritPeriodShare_pct = 39.2
finClkSkew_ns = 0.0107
fmax_mhz = 180
finalSetupTns_ns = 0

[flow_run]
warning_count = 63
max_cap_violations = 0

[die]
dieArea_um2 = 35900
initial_core_util_pct = 30.5
dieWidth_um = 189
ioPinCount = 6
die.size.y_um = 189
num_rows = 68
coreArea_um2 = 34500

[cells_and_area]
drive_gt1_share_pct = 13.7
final_cells = 1466
areaGrowthSynthToFinish_pct = 10.9

[run_status]
status = "finished, final reports clean"
[power by group]
part / switching [mW] / internal [mW] / total, mW
combinational: 0.0111 / 0.00535 / 0.0165
clock: 0.211 / 0.282 / 0.494
sequential: 0.00310 / 0.545 / 0.548
[flip-flops by register name (all words and copies together), names as in the netlist]
signal,cells
buffer,67
counter,7
miso,1
next_state,3
opa,32
opb,32
opcode,3
res,32
state,3
[worst paths after layout]
path / startpoint / slack (ns) / to / depth (start not counted)
worst max-delay path: counter[1] / 8.64 / buffer[28] / 14
worst min-delay path: next_state[0] / 0.38 / state[0] / 0
worst max register to register: counter[1] / 8.64 / buffer[28] / 14
worst min register to register: next_state[0] / 0.38 / state[0] / 0
max in group asynchronous: reset / 10.34 / buffer[26] / 3
min in group asynchronous: reset / 2.43 / buffer[60] / 1
[metrics by stage]
step / instance area (um^2) / hold WS (ns) / utilization (%) / power [mW]
2_1_floorplan: 10500 / 0.361 / - / 0.565
3_3_place_gp: 11100 / 0.364 / 32.0 / 0.575
3_5_place_dp: 11100 / 0.370 / 32.0 / 0.576
4_1_cts: 11700 / 0.381 / 33.8 / 1.07
5_1_grt: 11700 / 0.388 / 33.8 / 1.09
6_report: 11700 / 0.379 / 33.8 / 1.06
[logic make-up after synthesis]
| logic type | after synthesis | synth area share [%] |
|---|---|---|
| compound gates | 205 | 12.7 |
| xor+xnor | 35 | 3.44 |
| fa+ha+maj | 81 | 9.69 |
| buf+inv | 126 | 4.81 |
| flops | 180 | 45.9 |
| mux | 74 | 8.93 |
| simple gates | 301 | 14.5 |
[cell usage in the layout (no fill, tap or decap), drive strengths merged, types with 4 or more instances in the layout]
cell type / n
mux4: 10
nor2: 96
nor3: 29
mux2i: 4
o21a: 9
xor2: 14
a22o: 7
nand3: 23
mux2: 60
a22oi: 12
a211oi: 8
a221oi: 13
clkbuf: 17
nor2b: 5
edfxtp: 67
dfrtp: 111
nand4: 30
inv: 93
nand2b: 5
a21o: 7
o21bai: 5
nand2: 81
a31oi: 7
o22ai: 8
and2: 6
o21ai: 60
nor4: 4
a21oi: 38
clkinv: 4
o211ai: 5
xnor2: 21
and3: 8
ha: 80
buf: 15
[per-layer routing]
| layer | vias to the layer above | track usage (%) | routed length (um) |
|---|---|---|---|
| met3 | 27 | 3.08 | 1470 |
| met2 | 174 | 22.3 | 10800 |
| li1 | 3602 | - | - |
| met5 | - | 0 | 0 |
| met1 | 3469 | 19.3 | 10200 |
| met4 | 0 | 2.67 | 452 |
[worst max-delay path, delay by kind of cell (launching register included)]
kind / cells / cell delay, ns
AOI/OAI and AO/OA: 1 / 0.44
adders and majority gates: 2 / 0.86
buffers and inverters: 2 / 0.40
DFF: 1 / 0.86
muxes: 1 / 0.33
and+or+nand+nor: 8 / 2.55
[cell type report]
| type | count | area (um^2) |
|---|---|---|
| multi-input cells | 696 | 5200 |
| clock buffers | 17 | 425 |
| flip-flops and latches | 180 | 4840 |
| clock inverters | 15 | 193 |
| fillers | 3386 | 22900 |
| repair buffers | 17 | 130 |
| inverters | 86 | 323 |
| well taps | 455 | 569 |
No activity file was given, so power comes from the tool's default toggle rates.
