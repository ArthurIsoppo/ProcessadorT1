### /design/flow/design.v
interface IF_SPI(
    input logic clock,
    input logic reset
);
logic sclk;
logic miso;
logic mosi;
logic nss;
modport MASTER (
    input miso,
    output sclk,
    output mosi,
    output nss
);
modport SLAVE (
    input sclk,
    input mosi,
    input nss,
    output miso
);
endinterface
module bas (
    input logic clock,
    input logic reset,
    input  logic nss,
    input  logic sclk,
    input  logic mosi,
    output logic miso
);
    typedef enum logic [2:0] { 
        IDLE     = 3'b001,
        RECEIVE  = 3'b010,
        THINK    = 3'b011,
        WAIT     = 3'b100,
        SEND     = 3'b101
    } alu_state_t;
    alu_state_t state, next_state; 
    logic [2:0]  opcode;
    logic [31:0] opa;
    logic [31:0] opb;
    logic [31:0] res;
    logic [66:0] buffer;
    logic [6:0]  counter;
    logic [31:0] shifterRes;
    logic [2:0]  shifterMode;
    shifter #(32) barrel_shifter_inst (
    .sin(1'b0),
    .result(shifter_result),
    .sout(),
    .nbits(opb[4:0]),
    .mode(shifterMode)
);
    always_ff @(posedge clock or negedge reset) begin
        if (!reset) state <= IDLE;
        else        state <= next_state;
    end
    always_ff @(posedge clock or negedge reset) begin
        if (!reset) begin
            next_state <= IDLE;
            counter <= 0;
            miso <= 1'b0;
            buffer <= 0;
            res <= 0;
        end else begin
            unique case (state)
                IDLE: begin
                    counter <= 0;
                    if(~nss) begin
                        next_state <= RECEIVE;
                    end else begin
                        next_state <= IDLE;
                    end
                end
                RECEIVE: begin
                    buffer[66 - counter] <= mosi;
                    counter <= counter + 1;
                    if (counter == 67) begin
                        next_state <= THINK;
                    end else begin
                        next_state <= RECEIVE;
                    end
                end
                THINK: begin
                    opcode <= buffer[66:64];
                    opa    <= buffer[63:32];
                    opb    <= buffer[31:0];
                    case (opcode)
                        3'b100: shifterMode= 3'b000;
                        3'b101: shifterMode= 3'b001;
                        default: shifterMode= 3'b111;
                    endcase
                    res <= shifter_result;
                    counter <= 0;
                    next_state <= WAIT;
                end
                WAIT: begin
                    if (~nss) begin
                        next_state <= SEND;
                    end else begin
                        next_state <= WAIT;
                    end
                end
                SEND: begin
                    miso <= res[31 - counter];
                    counter <= counter + 1;
                    if (counter == 32) begin
                        next_state <= IDLE;
                    end else begin
                        next_state <= SEND;
                    end
                end
            endcase
        end
    end
endmodule
module shifter #(parameter REG_WIDTH=32) (
    input  logic sin,
    input  logic [REG_WIDTH-1:0] op_a,
    output logic [REG_WIDTH-1:0] result,
    output logic sout,
    input  logic [4:0] nbits,
    input  logic [2:0] mode
);
always_comb begin
    result = '0;
    sout = 1'b0;
    unique case (mode)
        3'b000: begin  
            result = op_a << nbits;
            if (nbits > 0 && nbits <= REG_WIDTH)
                sout = op_a[REG_WIDTH - nbits];
            else
                sout = 1'b0;
        end
        3'b001: begin  
            result = op_a >> nbits;
            if (nbits > 0 && nbits <= REG_WIDTH)
                sout = op_a[nbits-1];
            else
                sout = 1'b0;
        end
        3'b010: begin  
            result = $signed(op_a) >>> nbits;
            if (nbits > 0 && nbits <= REG_WIDTH)
                sout = op_a[nbits-1];
            else
                sout = 1'b0;
        end
        default: begin
            result = op_a;
            sout = 1'b0;
        end
    endcase
end
endmodule: shifter
### /design/flow/run.sh
#!/bin/bash
# OpenROAD 26Q1-2900-gdf79404cd8, Yosys 0.63+post, stock flow scripts
make -C /OpenROAD-flow-scripts/flow DESIGN_CONFIG=/design/flow/config.mk WORK_HOME=/design/flow/orfs finish
### /design/flow/config.mk
export PLATFORM = sky130hd
export DESIGN_NAME = bas
export DESIGN_NICKNAME = bas
export VERILOG_FILES = /design/flow/design.v
export SDC_FILE = /design/flow/constraint.sdc
export NUM_CORES = 4
export LEC_CHECK = 1
export CORE_AREA = 10 10 73 73
export DIE_AREA = 0 0 83 83
### /design/flow/constraint.sdc
current_design bas

set clk_period 2.2
set clk_io_pct 0.2

create_clock -name clk0 -period $clk_period [get_ports {clock}]

set non_clock_inputs [all_inputs -no_clocks]
set_input_delay [expr $clk_period * $clk_io_pct] -clock clk0 $non_clock_inputs
set_output_delay [expr $clk_period * $clk_io_pct] -clock clk0 [all_outputs]
==> run notes <==
Reports from this run.

- The post-synthesis share of cell area spent on full adders, half adders and majority gates is 0.0348.
- The number of buffers added for setup after CTS is 0.
- The maximum buffer depth of the clock tree is 2.
- The first-pass GRT wire length is 2230 microns.
- The depth of the worst register-to-register path reads 5.
- The routed length per instance reads 10.6 microns.
- The xor and xnor fraction of the mapped netlist area reads 0.
- The number of max-cap violations is 0.
- The kind of end point of the critical path reads a register.
- The area of the die is 0.00689 sq mm.
- The post-cts gate resize count reads 0.
- The count of buffers from port buffering reads 3.
- The total tool warning count reads 28.
- The final timing summary puts the cycle share of the worst path at 0.686.
- The type of the setup path with the least slack reads reg2reg.
- For the pin with the worst max-slew slack, the measured transition is 0.626 ns.
- The worst slack on hold paths reads 0.386 ns.
- The cell at the root of the clock tree reads sky130_fd_sc_hd__clkbuf_8.
- The count of synthesis-stage warnings from yosys reads 36.
- The number of iterations in the first detailed-routing pass reads 4.
- The combined area of all synthesized cells reads between 700 and 800 sq um.
- Counting the fill cells in the layout gives 411.
- The pin count of the biggest net entering global routing is 15.
- The post-synthesis cell type count reads 33.
- The critical path arrival reads 1.64 ns.
- The number of endpoints failing setup at the final stage reads 0.
- The area share of and-or/or-and cells after synthesis reads 0.238.
- The number of standard cells after synthesis reads 72.
- The total internal power reads 693 uW.
- The number of global-route vias before repair is 497.
- In this run the VDD rail shows a maximum IR drop of 0.373 mV.
- The number of vias per cell after detailed routing reads 4.34.
- The post-synthesis async set-or-reset flop share reads 1.00.
- The setup TNS is 0 ns.
- Per the CTS log, the maximum H-tree level is 1.
- The clock latency reported for the late side of the worst-skew pair is 0.24 ns.
- The worst hold-check path type reads reg2reg.
- The HPWL after detailed placement is slightly below 1000 microns.
- The clock sink count is 14.
- The simple-gate share of the synthesized area reads 0.179.
- The switching power of the nets is around 450 uW.
- The horizontal die dimension is between 80 and 90 microns.
- The hold buffer count at CTS reads 0.
- The sequential cell area fraction in the yosys report is 0.490.
- The post-synthesis chip area from yosys reads 719 sq um.
- The largest combinational cell category by area is AND-OR/OR-AND gates.
- The I/O pin total is 6.
- The most used flip-flop cell is sky130_fd_sc_hd__dfrtp_1.
- The peak fanout along the critical path reads 5.
- The share of total power dissipated in combinational logic is 0.370.
- In the final layout, the share of cells above drive strength 1 is 0.130.
- The number of diodes added for antenna fixing is 0.
- The switching part of the total power is 0.395.
- The initial cell density of the core is 0.192.
- The portion of total power attributed to sequential cells reads 0.447.
- Hold-check failures listed in the final report amount to 0.
- The maximum operating frequency reads 0.663 GHz.
- The TritonCTS clock tree is built.
- The number of cells in Yosys stat reads 72.
- The shortest period the worst path allows reads 1.51 ns.
- The final standard cell utilization of the core reads 0.223.
- TritonCTS created 3 clock buffers.
- The synthesized design contains 0 enable-type register cells.
- The register area is around 350 sq um.
- The power share of the clock group is 0.182.
- The number of DRC violations after detailed routing is 0.
- The headroom to the max-slew limit is 0.582.
- The multiplexer fraction of the synthesized cell area reads 0.
- Total power normalized to cell area comes to between 1000 and 1500 mW/mm^2.
- The area taken by multi-input combinational cells is reported as roughly 330 sq um.
- The standard-cell row count is 22.
- The worst-case clock skew is 0.00442 ns.
- The initial antenna violation count reads 0.
- The die height is 83 microns.
- At the end of routability-driven placement, the weighted congestion stood at 0.799.
- The number of cells on the worst hold path is listed as 0.
- The flow ran to the end, and the final reports show no timing, DRC or antenna violations.
- Dividing the synthesized area by the synthesized cell count gives about 10 sq um.
- STA classifies the critical path startpoint as a register.
- The detailed router placed 542 vias in this run.
- The area overhead of the layout relative to synthesis is 16.2%.
- The finished layout holds 125 standard cells, fillers aside.
- The leakage power reads 0.356 nW.
- The total routing usage reported by global routing is 0.0368.
- Per the post-route antenna check, the number of violating nets is 0.
- Setup repair after global routing left no endpoint under its margin.
- The violation count after the first detailed-route iteration reads 28.
- The core region is 0.00374 sq mm.
- The final count of pins violating max slew is 0.
- The overflow left after global routing reads 0.
- The required time at the worst-slack endpoint reads approximately 2.3 ns.
- The synthesized flop and latch total is 14.
- For reference, the clock transition at the flip-flops on the worst setup and hold paths is around 0.06 ns.
- The total detailed-routing wirelength is 1330 microns.
- The number of placed cells counting well taps is 121.
## final cells by class
cell class / instances / share of cell area
Tap cell: 48 / 0.0719
Sequential cell: 14 / 0.422
Multi-Input combinational cell: 50 / 0.389
Inverter: 6 / 0.0269
Clock buffer: 4 / 0.0539
Timing Repair Buffer: 3 / 0.0359
## stage by stage
stage	power, mW	setup WS, ns	instance area [sq um]
floorplan	0.851	0.838	719
global placement	0.909	0.726	791
detailed placement	0.934	0.727	791
CTS	1.15	0.699	836
global route	1.24	0.583	836
finish	1.15	0.691	836
## critical path, stage by stage (launching register included)
cell and delay, ns:
sky130_fd_sc_hd__dfrtp_1 0.40, sky130_fd_sc_hd__ha_1 0.24, sky130_fd_sc_hd__and3_1 0.22, sky130_fd_sc_hd__nand3_1 0.12
sky130_fd_sc_hd__a21o_2 0.23, sky130_fd_sc_hd__a22o_2 0.20
## final timing paths
| kind | start | slack, ns | end |
|---|---|---|---|
| max in group asynchronous | reset | 1.20 | next_state[1]$_DFFE_PN0P_ |
| max reg2reg | counter[0]$_DFFE_PN0P_ | 0.69 | counter[6]$_DFFE_PN0P_ |
| min | next_state[0]$_DFFE_PN1P_ | 0.39 | state[0]$_DFF_PN1_ |
| max | counter[0]$_DFFE_PN0P_ | 0.69 | counter[6]$_DFFE_PN0P_ |
| min in group asynchronous | reset | 0.59 | counter[6]$_DFFE_PN0P_ |
| min reg2reg | next_state[0]$_DFFE_PN1P_ | 0.39 | state[0]$_DFF_PN1_ |
## cells in the final DEF (no fill, tap or decap)
cell type and n:
sky130_fd_sc_hd__o2bb2ai_1 1, sky130_fd_sc_hd__nand2_1 2, sky130_fd_sc_hd__o21ai_0 3, sky130_fd_sc_hd__o21a_1 1
sky130_fd_sc_hd__a22o_2 1, sky130_fd_sc_hd__dfstp_2 2, sky130_fd_sc_hd__a211oi_1 1, sky130_fd_sc_hd__nand2b_2 1
sky130_fd_sc_hd__a21o_1 2, sky130_fd_sc_hd__inv_1 6, sky130_fd_sc_hd__nor2_1 5, sky130_fd_sc_hd__and3_1 2
sky130_fd_sc_hd__clkbuf_1 1, sky130_fd_sc_hd__ha_1 2, sky130_fd_sc_hd__dfrtp_1 12, sky130_fd_sc_hd__nor2b_1 1
sky130_fd_sc_hd__a21boi_0 1, sky130_fd_sc_hd__nand3b_1 1, sky130_fd_sc_hd__o21bai_1 1, sky130_fd_sc_hd__nand4_1 2
sky130_fd_sc_hd__nor3_1 1, sky130_fd_sc_hd__o211ai_1 1, sky130_fd_sc_hd__or3b_4 1, sky130_fd_sc_hd__nand2_4 1
sky130_fd_sc_hd__a21oi_1 8, sky130_fd_sc_hd__a21o_2 1, sky130_fd_sc_hd__a221oi_1 1, sky130_fd_sc_hd__nand3_1 3
sky130_fd_sc_hd__nand2b_1 1, sky130_fd_sc_hd__a31oi_1 3, sky130_fd_sc_hd__o22a_1 1, sky130_fd_sc_hd__clkbuf_8 3
sky130_fd_sc_hd__clkdlybuf4s50_1 3, sky130_fd_sc_hd__and2_1 1
## synthesized netlist by cell type, types with 2 or more instances
cell type                 number  area share
sky130_fd_sc_hd__dfrtp_1      12        0.42
sky130_fd_sc_hd__a21oi_1       8       0.056
sky130_fd_sc_hd__inv_1         6       0.031
sky130_fd_sc_hd__nor2_1        5       0.026
sky130_fd_sc_hd__a31oi_1       3       0.026
sky130_fd_sc_hd__nand3_1       3       0.021
sky130_fd_sc_hd__o21ai_0       3       0.021
sky130_fd_sc_hd__a21o_1        2       0.021
sky130_fd_sc_hd__and3_1        2       0.017
sky130_fd_sc_hd__dfstp_2       2       0.073
sky130_fd_sc_hd__ha_1          2       0.035
sky130_fd_sc_hd__nand2_1       2       0.010
sky130_fd_sc_hd__nand4_1       2       0.017
## state kept, by name, summed over array words and instances (netlist names)
signal / cells
miso: 1
state: 3
next_state: 3
counter: 7
## power groups by stage
stage     Combinational, mW  Clock, mW  Sequential [mW]
6_report              0.424      0.209            0.512
4_1_cts               0.423      0.216            0.511
5_1_grt               0.478      0.224            0.537
## metal layers
layer,part of all wire,vias to the layer above,global-route usage
met5,0,-,0
met4,0.014,0,0.00615
met3,0.054,2,0.0157
met2,0.43,11,0.0510
met1,0.50,258,0.0522
li1,-,271,-
## kinds of logic (layout without fill, tap and decap cells)
logic type | after synthesis | count (layout)
flip-flops | 14 | 14
AND-OR/OR-AND | 26 | 26
adder cells (fa/ha/maj) | 2 | 2
AND/OR/NAND/NOR | 22 | 22
buffers and inverters | 8 | 13
No activity file was given, so power comes from the tool's default toggle rates.
